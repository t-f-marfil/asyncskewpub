===== ./config.mk =====
export PLATFORM = sky130hd
export DESIGN_NAME = allsignal_wrapper
export DESIGN_NICKNAME = allsignal_wrapper
export VERILOG_FILES = /design/flow/design.v
export SDC_FILE = /design/flow/constraint.sdc
export NUM_CORES = 4
export LEC_CHECK = 1
export CORE_AREA = 10 10 114 114
export DIE_AREA = 0 0 124 124

===== ./constraint.sdc =====
current_design allsignal_wrapper

set clk_period 3.8
set clk_io_pct 0.2

create_clock -name clk0 -period $clk_period [get_ports {clk1}]
create_clock -name clk1 -period $clk_period [get_ports {clk2}]

set non_clock_inputs [all_inputs -no_clocks]
set_input_delay [expr $clk_period * $clk_io_pct] -clock clk0 $non_clock_inputs
set_output_delay [expr $clk_period * $clk_io_pct] -clock clk0 [all_outputs]

===== ./design.v =====
module allsignal #(
    parameter wid = 4
)(
    input clk1, clk2, resetn,
    input fire,
    output hazard
);
    wire grayhazard, naivehazard;
    graysignal ugray (.hazard(grayhazard), .*);
    naivesignal unaive (.hazard(naivehazard), .*);
    assign hazard = grayhazard | naivehazard;
    wire pulseghazard, pulsenhazard;
    topulse gpulse(.clk(clk2), .din(grayhazard), .dout(pulseghazard), .*);
    topulse npulse(.clk(clk2), .din(naivehazard), .dout(pulsenhazard), .*);
(* mark_debug = "true" *)    reg [31:0] gcount, ncount;
    always_ff @( posedge clk2 ) begin
        if (~resetn) begin
            gcount <= '0;
            ncount <= '0;
        end else begin
            if (pulseghazard) gcount <= gcount + 1;
            if (pulsenhazard) ncount <= ncount + 1;
        end
    end
endmodule
module topulse (
    input clk, resetn,
    input din,
    output dout
);
    reg dbuf;
    always_ff @( posedge clk ) begin 
        if (~resetn) begin
            dbuf <= '0;
        end else begin
            dbuf <= din;
        end
    end
    assign dout = din & ~dbuf;
endmodule
module allsignal_wrapper #(
    parameter wid = 4
)(
    input wire [0:0] clk1,
    input wire [0:0] clk2,
    input wire [0:0] resetn,
    input wire [0:0] fire,
    output wire [0:0] hazard
);
    allsignal #(
        .wid(wid)
    ) u0 (
        .clk1(clk1),
        .clk2(clk2),
        .resetn(resetn),
        .fire(fire),
        .hazard(hazard)
    );
endmodule
module graysignal #(
    parameter wid = 4
)(
    input clk1, clk2, resetn,
    input fire,
    output hazard
);
    wire [wid-1:0] din, dout;
    genvar i;
    for (i = 0; i < wid; i++) begin
    (* async_reg = "true" *)    reg [2:0] sync;
        assign din[i] = sync[2];
        always_ff @( posedge clk2 ) begin
            if (~resetn) begin
                sync <= '0;
            end else begin
                sync <= {sync[1:0], dout[i]};
            end
        end
    end
    gray_send #(.wid(wid)) usend (.clk(clk1), .*);
    gray_recv #(.wid(wid)) urecv (.clk(clk2), .*);
endmodule
module gray_send #(
    parameter wid = 4
) (
    input clk, resetn,
    input fire,
    output reg [wid-1:0] dout 
);
    reg [wid-1:0] binptr;
    always_ff @( posedge clk ) begin 
        if (~resetn) begin
            dout <= '0;
            binptr <= '0;
        end else begin
            if (fire) begin
                binptr <= binptr + 1;
                dout <= (binptr >> 1) ^ binptr;
            end
        end
    end
endmodule
module gray_recv #(
    parameter wid = 4
)(
    input clk, resetn, 
    input [wid-1:0] din,
(* mark_debug = "true" *)    output logic hazard
);
    genvar i;
(* mark_debug = "true" *)    reg [wid-1:0] binbuf;
    logic [wid-1:0] dintobin;
    assign dintobin[wid-1] = din[wid-1];
    for (i = 0; i < wid-1; i++) begin
        assign dintobin[i] = ^din[wid-1:i];
    end
    always_ff @( posedge clk ) begin
        if (~resetn) begin
            binbuf <= '0;
        end else begin
            binbuf <= dintobin;
        end
    end
    always_comb begin
        hazard = '0;
        if (binbuf != dintobin) begin
            if (binbuf + {{(wid-1){1'b0}}, 1'b1} != dintobin) begin
                hazard = '1;
            end
        end
    end
endmodule
module naivesignal #(
    parameter wid = 4
)(
    input clk1, clk2, resetn,
    input fire, 
    output hazard
);
    wire [wid-1:0] din, dout;
    genvar i;
    for (i = 0; i < wid; i++) begin
    (* async_reg = "true" *)    reg [2:0] sync;
        assign din[i] = sync[2];
        always_ff @( posedge clk2 ) begin
            if (~resetn) begin
                sync <= '0;
            end else begin
                sync <= {sync[1:0], dout[i]};
            end
        end
    end
    naive_send #(.wid(wid)) usend (.clk(clk1), .*);
    naive_recv #(.wid(wid)) urecv (.clk(clk2), .*);
endmodule
module naive_send #(
    parameter wid = 4
)(
    input clk, resetn,
    input fire,
    output reg [wid-1:0] dout
);
    always_ff @( posedge clk ) begin
        if (~resetn) begin
            dout <= '0;
        end else begin
            if (fire) dout <= dout + 1;
        end
    end
endmodule
module naive_recv #(
    parameter wid = 4
)(
    input clk, resetn,
    input [wid-1:0] din,
(* mark_debug = "true" *)    output reg hazard
);
(* mark_debug = "true" *)    reg [wid-1:0] dbuf;
    always_comb begin
        hazard = '0;
        if (dbuf != din) begin
            if (dbuf + {{(wid-1){1'b0}}, 1'b1} != din) begin
                hazard = '1;
            end
        end
    end
    always_ff @( posedge clk ) begin
        if (~resetn) begin
            dbuf <= '0;
        end else begin
            dbuf <= din;
        end
    end
endmodule

===== ./run.sh =====
#!/bin/bash
# OpenROAD 26Q1-2900-gdf79404cd8, Yosys 0.63+post, stock flow scripts
make -C /OpenROAD-flow-scripts/flow DESIGN_CONFIG=/design/flow/config.mk WORK_HOME=/design/flow/orfs finish

==> run notes <==
The count of standard-cell rows is 37, and the delay of the slowest critical-path stage is 0.52 ns. The run gives 0.5300 as the sequential-to-total area share from yosys stat. Per the Yosys statistics, synthesis produced 145 cells. Total routing resource utilization after global routing: 0.02792. The placement report lists the number of port buffers as 3. The wire length of the first global-routing pass is 3498 µm.

Once detail routing completed, the nets flagged for antenna violations numbered 0. The critical path is of the flop to primary output type. The run finished with clean final reports. In the final routed layout, each cell accounts on average for 7.125 µm.

In the final timing run, aggregate negative setup slack is 0 ns. The run gives 1157 as the number of filler cells placed in the layout. The tools report the proportion of power drawn by the clock network as 0.356.

The routed design ends up with an antenna cell count of 0. The via count of the first global-routing pass was 834. Synthesis handed over a netlist of 145 instances. Per the power-grid run, VDD falls by no more than 104.1 µV.

After floorplanning, the die was sized to cover 15380 µm². The report lists the number of cells resized after CTS as 0. For the area of the core, the log shows 10420 µm².

The length of the first detailed-routing pass in iterations was 2. The synthesized netlist occupies a cell area of 1624 µm². The number of pins with negative max-slew slack in the final report came out at 0. The dominant register cell is dfxtp_1.

The kind of cell adding the most delay to the critical path is XOR/XNOR gates. Per the OpenROAD floorplan log, the width of the die is 124 µm. Setup repair after global routing left no endpoint under its margin.

Per the log, the first TritonRoute iteration ended with a DRC count of 27. TritonCTS built the clock tree. STA classifies the critical path startpoint as a flop. Looking at the critical path, the single cell with the biggest stage delay is xor3_2. In this run the tools logged warnings totalling 78.

The run gives 0.09211 for the layout cell share with drive strength beyond 1. The tools report the end-of-flow core utilization as 0.1838. Across all layers, the routed design uses 904 vias. The tools report the count of max-cap constraint violations as 0. The number of enable flip-flop cells is 0, and the maximum net fanout on the critical path is 8. The run gives 43 for the number of sinks handled by clock tree synthesis. Warnings reported by Yosys during synthesis add up to 8. With the endpoint arrival time on the critical path at 2.15 ns, the estimated wirelength of the detail-placed design is 1369 µm. In the power breakdown, the internal column shows 0.0006700 W. The combinational fraction of design power was 0.044; the vertical die dimension was 124 µm. The number of buffer and inverter stages on the critical path was 1; the share of async-settable or async-resettable flops after synthesis was 0. The worst setup path is captured at a primary output. The net switching power was 0.0001144 W. Path class of the lowest-slack min-delay path: flop to flop. Once synthesis finished, the tally of register bits stood at 43. RePlAce ended its routability-driven mode at a weighted congestion of 0.7557. The sequential share of power was 0.600. The required time at the worst endpoint is listed as 3.04 ns. The transition time recorded at the tightest slew-check pin is 0.5594 ns. The final timing report counts setup violations totalling 0.

Average cell area after synthesis: 11.20 µm². The net switching fraction of the power works out to 0.1458. The count of boundary I/O pins is 5, and the vias per cell is 3.139. The initial standard-cell utilization of the core is 0.1559, and the clock edge transition at the registers on the reported setup and hold paths is 0.05 ns. The final hold violation count recorded for this run is 0. In this run the layout overhead on the synthesized area is reported as 17.87%. Entering global routing, the biggest net connects 44 pins. According to the Yosys statistics, the synthesized design has a chip area of 1624 µm². Listed in order, past its start point the critical path passes xor3_2 > xnor3_1 > o311ai_1 > o221ai_1 > clkdlybuf4s50_1.

On the final layout, the worst clock skew is 0.0004662 ns. The run gives 0 as the post-CTS setup-driven buffer insertion count. The most common logic cells in the final layout are dfxtp_1 (43), and2_1 (36), xor2_1 (13). The run gives 28 as the number of library cell types mapped by synthesis.

Most frequent logic cell in the layout: dfxtp_1. Initial antenna violation count: 0. The run gives 0 as the DRC violation count after routing. The leakage power in the latest report is 0.8200 nW.

The power density relative to cell area came out at 409.7 nW/µm². The wire length recorded after detailed routing is 2052 µm. With the relative max-transition margin at 0.6259, the count of hold buffers inserted by post-cts repair is 0. The total overflow left after global routing is 0.
-- layout make-up --
cell class	count	area (µm²)	area share
clock buffer	9	113.9	0.05948
multi-input combinational	96	732.0	0.3824
sequential	43	860.8	0.4497
tap	136	170.2	0.08889
timing repair buffer	4	37.54	0.01961
-- through the flow --
step	hold slack, ns	setup slack (ns)	instances	instance area (µm²)	power [W]
after floorplan	0.4057	1.730	145	1624	0.0005033
after global placement	0.4084	1.173	279	1800	0.0005130
after detailed placement	0.4152	1.147	279	1800	0.0005138
after CTS	0.4161	0.8421	288	1914	0.0008497
after global routing	0.4362	0.7327	288	1914	0.0008762
final	0.4220	0.8918	288	1914	0.0007844
-- power by group through the flow --
| stage | Combinational, W | Clock (W) | Sequential, W |
|---|---|---|---|
| 5_1_grt | 0.0000403 | 0.000366 | 0.000470 |
| 6_report | 0.0000347 | 0.000279 | 0.000471 |
| 4_1_cts | 0.0000355 | 0.000345 | 0.000469 |
-- kinds of logic after synthesis --
logic type | Yosys count | share of synthesized area
xor gates and xnor gates | 23 | 0.1425
and+or+nand+nor | 59 | 0.2203
adders and majority gates | 5 | 0.03852
DFF | 43 | 0.5300
muxes | 4 | 0.02465
buffers and inverters | 6 | 0.01925
AOI/OAI and AO/OA | 5 | 0.02465
-- state kept, by name, indices dropped and copies added (netlist names) --
register,flops
u0.ugray.genblk1.sync,12
u0.ugray.urecv.binbuf,4
u0.ugray.usend.binptr,4
u0.ugray.usend.dout,3
u0.unaive.genblk1.sync,12
u0.unaive.urecv.dbuf,4
u0.unaive.usend.dout,4
-- cells in the mapped netlist, types with 2 or more instances --
cell / number / area (µm²)
nand3_1: 4 / 20.02
and2_1: 36 / 225.2
nor2b_1: 4 / 25.02
xnor2_1: 8 / 70.07
nand2_1: 4 / 15.01
clkbuf_1: 4 / 15.01
xor2_1: 13 / 113.9
mux2i_1: 4 / 40.04
nor3_1: 2 / 10.01
dfxtp_1: 43 / 860.8
ha_1: 5 / 62.56
and2_2: 2 / 15.01
-- worst paths after layout --
check / cells after the start / end / slack, ns / startpoint
setup reg to reg: 3 / u0.ugray.urecv.binbuf[0] / 2.42 / u0.ugray.genblk1[3].sync[2]
hold reg to reg: 1 / u0.unaive.genblk1[0].sync[1] / 0.42 / u0.unaive.genblk1[0].sync[0]
hold / removal: 1 / u0.unaive.genblk1[0].sync[1] / 0.42 / u0.unaive.genblk1[0].sync[0]
max in group clk1: 3 / u0.ugray.urecv.binbuf[1] / 2.26 / resetn[0]
min in group clk0: 1 / u0.ugray.usend.dout[2] / 0.47 / u0.ugray.usend.dout[2]
setup / recovery: 5 / hazard[0] / 0.89 / u0.ugray.genblk1[3].sync[2]
-- metal layers --
layer	global-route usage	part of all wire
met1	0.03548	0.51
met2	0.03808	0.40
met3	0.01791	0.076
met4	0.008633	0.018
met5	0	0
No activity file was given, so power comes from the tool's default toggle rates.
